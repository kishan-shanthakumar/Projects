<file path="/design/flow/run.sh">
#!/bin/bash
# OpenROAD 26Q1-2900-gdf79404cd8, Yosys 0.63+post, stock flow scripts
make -C /OpenROAD-flow-scripts/flow DESIGN_CONFIG=/design/flow/config.mk WORK_HOME=/design/flow/orfs finish
</file>
<file path="/design/flow/config.mk">
export PLATFORM = sky130hd
export DESIGN_NAME = bit64alu
export DESIGN_NICKNAME = bit64alu
export VERILOG_FILES = /design/flow/design.v
export SDC_FILE = /design/flow/constraint.sdc
export NUM_CORES = 4
export LEC_CHECK = 1
export CORE_UTILIZATION = 40
</file>
<file path="/design/flow/constraint.sdc">
current_design bit64alu

set clk_period 30.7
set clk_io_pct 0.2

create_clock -name clk0 -period $clk_period

set non_clock_inputs [all_inputs -no_clocks]
set_input_delay [expr $clk_period * $clk_io_pct] -clock clk0 $non_clock_inputs
set_output_delay [expr $clk_period * $clk_io_pct] -clock clk0 [all_outputs]
</file>
<file path="/design/flow/design.v">
`timescale 1ns / 1ps
module bit64alu(s,en,inp1,inp2,out,mulh,flag);
input [3:0] s;
input en;
input [63:0] inp1,inp2;
output reg [63:0] out;
output reg [63:0] mulh;
output reg [7:0] flag;
reg [127:0] temp;
reg [63:0] temp1;
reg [63:0] temp3;
reg [6:0] temp2;
always @ (en)
begin
    if(!s[0] & !s[1] & !s[2] & !s[3])
    begin
        out = 0;
    end
    if(!s[0] & !s[1] & !s[2] & s[3])
    begin
        out = 64'b1;
    end
    if(!s[0] & !s[1] & s[2] & !s[3])
    begin
        out = inp1 & inp2;
    end
    if(!s[0] & !s[1] & s[2] & s[3])
    begin
        out = inp1 | inp2;
    end
    if(!s[0] & s[1] & !s[2] & !s[3])
    begin
        out = !inp1;
    end
    if(!s[0] & s[1] & !s[2] & s[3])
    begin
        temp = inp1 + 1;
        out = temp[63:0];        
        flag[0] = temp[64];
    end
    if(!s[0] & s[1] & s[2] & !s[3])
    begin
        out = inp1 << inp2;
    end
    if(!s[0] & s[1] & s[2] & s[3])
    begin
        temp = inp1 - 1;
        out = temp[63:0];        
        flag[1] = temp[64];
    end
    if(s[0] & !s[1] & !s[2] & !s[3])
    begin
        out = inp1 >> inp2;
    end
    if(s[0] & !s[1] & !s[2] & s[3])
    begin
        temp = inp1 + inp2;
        out = temp[63:0];        
        flag[2] = temp[64];
    end
    if(s[0] & !s[1] & s[2] & !s[3])
    begin
        temp = inp1 - inp2;
        out = temp[63:0];        
        flag[3] = temp[64];
    end
    if(s[0] & !s[1] & s[2] & s[3])
    begin
        temp1 = {inp1[62:0],inp1[63]};
        out = temp1;
    end
    if(s[0] & s[1] & !s[2] & !s[3])
    begin
        temp1 ={inp1[0],inp1[63:1]};
        out = temp1;
    end
    if(s[0] & s[1] & !s[2] & s[3])
    begin
        temp1 = inp1;
    end
    if(s[0] & s[1] & s[2] & !s[3])
    begin
        temp = inp1 * inp2;
        out = temp[63:0];
        mulh = temp[127:0];
    end
    if(s[0] & s[1] & s[2] & s[3])
    begin
        out = {61'b0,(inp1<inp2),(inp1>inp2),(inp1==inp2)};
    end
    flag[6] = ~|out;
    flag[7] = ~^out;
    flag[4] = ~|inp1;
    flag[5] = ~|inp2;
end
endmodule
</file>
==> notes.md <==
Summary of implementation figures.

Floorplan
Per the OpenROAD floorplan log, the width of the die is 476 microns. From bottom edge to top edge, the die measures 476 microns. In this run the full chip footprint comes out at 227000 sq um. The initial standard-cell utilization of the core is 40.4%. The floorplan row count is 173.

The number of placed I/O pins is 269. After floorplanning, the core was sized to cover 223000 sq um.

Synthesis
The number of synthesized flops with an enable pin is 0. The number of different library cells in the post-synthesis netlist is 86. Post-synth the commonest register cell is dlxtp_1. Yosys instantiated no cell more often than inv_1. In this run the biggest area consumer among cell types represents 40.8% of the synthesized area. The synthesized flop and latch total is 132. The number of standard cells after synthesis is 11371.

The number of standard cells reported by yosys is 11371. Of all cell types, the one taking the most synthesized area is fa_1. After synthesis the cells add up to 89900 sq um. The Yosys chip area is 89900 sq um. The share of synthesized registers carrying an async set or reset is 0%. The Yosys warning count is 65. The synthesized area per cell is 7.91 sq um. By area the synthesized netlist is led by fa_1, inv_1, ha_1. Counting instances in the post-synthesis netlist gives the leading cell types as inv_1, fa_1, nand2_1.

Global route
The global router's overall resource usage is 55.5%. The via count of the first global-routing pass came to 92985. The total overflow left after global routing is 0.

The maximum number of pins on one net before global-route repair is 56. The number of antenna violations at the first check in global routing is 83. The wire length of the first global-routing pass is 795000 microns.

Power and ir drop
Cell internal power was estimated by the tool at 26800 uW. The completed layout was analyzed and its total power is 79400 uW. The leakage component of the power was reported as 0.0465 uW. The flow reported a cell area power density of 816 nW/um^2. The maximum resistive drop on vdd is 3120 uV. For this design the total switching power over the nets is 52600 uW. The switching fraction of total power is 66.3%.

Final layout
The final instance area is 97200 sq um. The area added between synthesis and finish is 8.13%. The footprint of the flip-flops and latches is 1980 sq um. The layout cell share with drive strength beyond 1 is 7.33%. The area of the multi-input gates is 77000 sq um. The number of fill cells is 21878.

Setup path
Per STA, the highest per-stage delay on the worst path measures 0.68 ns. The largest fanout on the critical path is 21. The critical path class is input pin to output port. For the worst setup path, the data arrival time is 21.11 ns. The worst setup path is launched from an input pin. The capturing element type of the critical path is an output port. At the worst endpoint, the required time is 24.56 ns. The cell repeated most along the worst path is fa_1. The slowest stage of the critical path is the a211oi_1 cell.

Placement
Once placement finished, the instance area stood at 97000 sq um. The placement report lists the number of port buffers as 268. The final HPWL from detailed placement is 464000 microns. Timing analysis after detailed placement gives a worst setup slack of 4.04 ns. The final weighted congestion in routability-driven placement is 1.16.

Job
Summing over the stages, the warning tally comes to 164. The number of maximum-capacitance violations recorded for the run is 0.

STA
264 endpoints have no timing constraint. The worst-case max-slew headroom was logged as 13.8%. The final setup TNS is 0 ns.

Counting endpoints that fail hold in the final report gives 0. The number of register pins that no clock reaches is 132. After layout, the minimum clock period comes to 27.25 ns. The worst-margin pin slew is 1.28 ns.

Timing would allow up to 36.7 MHz. The final clock period utilization by the worst path is 88.8%. Setup slack on the critical path of the routed design comes to 3.45 ns.

Setup repair after global routing left no endpoint under its margin. The count of final max-slew check failures is 0. The final setup violation count is 0.

Route
The number of DRC violations after detailed-routing iteration 0 is 9129. For this sky-water flow run, the detailed-routed wirelength per cell is reported as 41.0 microns. For this block, the routed nets add up to 589000 microns of wire. The via count of the routed design is 90669. Per the detail_route report, vias per standard cell equal 6.30. The remaining routing DRC violations is 0. The first TritonRoute pass finished after 7 iterations.

The count of antenna-violating nets left after detailed routing is 0.

Clocking
The number of gates resized after cts is 0. In this run, post-CTS hold repair placed 0 buffers. The buffers inserted during post-CTS setup optimization is 0.

Worst hold path
STA reports the tightest min-delay check as being of type input pin to output port. The count of cells along the worst hold path is 4.

Status
The flow ran to the end, and the final reports show no timing, DRC or antenna violations.
-- worst max-delay path: cells and delay by family --
family	cells	cell delay (ns)
adder cells (fa/ha/maj)	12	5.67
buffers and inverters	14	3.55
AND-OR/OR-AND	6	2.10
XOR/XNOR	6	2.08
AND/OR/NAND/NOR	5	1.43
-- path summary, 6_finish.rpt --
path / startpoint / endpoint / slack, ns
max: inp2[7] / flag[7] / 3.45
min: inp1[63] / flag[4] / 13.64
-- metrics by stage --
step           hold WS [ns]  util [%]  cells
2_1_floorplan         12.50         -  11371
3_3_place_gp          13.62      43.6  14318
3_5_place_dp          13.63      43.6  14318
4_1_cts               13.64      43.6  14318
5_1_grt               13.66      43.6  14333
6_report              13.64      43.6  14389
-- area by class of cell --
cell class | instances | area share (%)
sequential | 132 | 2.04
inverter | 2123 | 8.21
timing repair buffer | 785 | 6.55
multi-input combinational | 8303 | 79.2
tap | 2975 | 3.83
antenna | 71 | 0.183
-- metal layers --
metal / vias to the layer above / wire length [microns] / track usage, %
met5: - / 1740 / 6.82
li1: 35655 / - / -
met1: 45235 / 201000 / 65.8
met4: 81 / 55900 / 40.8
met3: 1954 / 102000 / 37.6
met2: 7744 / 229000 / 70.3
-- sequential cells by signal (all words and copies together) (netlist names) --
signal  cells
flag        4
mulh       64
out        64
-- placed cells by master (no fill, tap or decap), types with 58 or more instances in the layout --
cell type | synthesis | final
a211oi_1 | 95 | 94
a21o_1 | 83 | 83
a21oi_1 | 501 | 501
buf_2 | 14 | 58
buf_4 | 0 | 513
clkdlybuf4s50_1 | 0 | 203
diode_2 | 0 | 71
dlxtn_1 | 64 | 64
dlxtp_1 | 68 | 68
fa_1 | 1833 | 1833
ha_1 | 537 | 537
inv_1 | 2068 | 2052
mux2i_1 | 117 | 117
mux4_2 | 125 | 125
nand2_1 | 1517 | 1514
nand3_1 | 110 | 110
nand4_1 | 65 | 65
nor2_1 | 1476 | 1469
nor3_1 | 136 | 136
nor4_1 | 68 | 65
o21ai_0 | 343 | 339
xnor2_1 | 337 | 332
-- cells by family (layout without fill, tap and decap cells) --
kind of cell / Yosys count / in the layout / share of synthesized area [%]
compound gates: 1660 / 1660 / 12.0
xor+xnor: 387 / 387 / 3.77
fa+ha+maj: 2370 / 2370 / 48.3
buf+inv: 2936 / 2908 / 12.3
latches: 132 / 132 / 2.20
mux: 278 / 278 / 4.89
other cells: 0 / 71 / 0
simple gates: 3608 / 3608 / 16.6
No activity file was given, so power comes from the tool's default toggle rates.

==> /design/flow/design.v <==
module prog_mem (input logic [4:0] addr,
					input logic clock, rst,
					output logic [13:0] inp);
logic [15:0] mem_rom [0:16385];
always_comb
begin
	inp = mem_rom[addr];
end
always @(negedge rst)
begin
	if(!rst)
	begin
		mem_rom[0] <= 14'b01001100000001; 
		mem_rom[1] <= 14'b01010000000001; 
		mem_rom[2] <= 14'b00011010100001; 
		mem_rom[3] <= 14'b00100000000000; 
		mem_rom[4] <= 14'b00101000000000; 
		mem_rom[5] <= 14'b00110100001101; 
		mem_rom[6] <= 14'b00111101010101; 
		mem_rom[7] <= 14'b00111111110111; 
		mem_rom[8] <= 14'b00111111011111; 
		mem_rom[9] <= 14'b11001100000001; 
		mem_rom[10] <= 14'b01010100000001; 
		mem_rom[11] <= 14'b11011101100001; 
		mem_rom[12] <= 14'b00001100001101; 
		mem_rom[13] <= 14'b00010101010101; 
		mem_rom[14] <= 14'b00110010001111; 
		mem_rom[15] <= 14'b00110011110111;
		mem_rom[16] <= 14'b00111000000010;
		mem_rom[17] <= 14'b00110000000010;
		mem_rom[18] <= 14'b00000000000011;
	end
end
endmodule
==> /design/flow/run.sh <==
#!/bin/bash
# OpenROAD 26Q1-2900-gdf79404cd8, Yosys 0.63+post, stock flow scripts
make -C /OpenROAD-flow-scripts/flow DESIGN_CONFIG=/design/flow/config.mk WORK_HOME=/design/flow/orfs finish
==> /design/flow/config.mk <==
export PLATFORM = sky130hd
export DESIGN_NAME = prog_mem
export DESIGN_NICKNAME = prog_mem
export VERILOG_FILES = /design/flow/design.v
export SDC_FILE = /design/flow/constraint.sdc
export NUM_CORES = 4
export LEC_CHECK = 1
export CORE_AREA = 10 10 70 70
export DIE_AREA = 0 0 80 80
==> /design/flow/constraint.sdc <==
current_design prog_mem

set clk_period 2.2
set clk_io_pct 0.2

create_clock -name clk0 -period $clk_period [get_ports {rst}]

set non_clock_inputs [all_inputs -no_clocks]
set_input_delay [expr $clk_period * $clk_io_pct] -clock clk0 $non_clock_inputs
set_output_delay [expr $clk_period * $clk_io_pct] -clock clk0 [all_outputs]
==> results.toml <==
# generated from flow reports
[status]
status = "finished clean"

[worst_setup_path]
slowest_stage = "clkdlybuf4s50_1"
critical_path_buf_inv_count = 4
cp_num_cells = 6
crit_end = "inp[4]"
required_ns = 1.76
cp_top_family = "buffers and inverters"
endpoint_kind = "output pin"
timing_worst_setup_path_type = "primary input to output pin"
critPathLaunchType = "primary input"
critPathMaxStageDelay_ns = 0.49
crit_chain = "clkdlybuf4s15_2 > buf_6 > inv_1 > nand2_1 > a21oi_1 > clkdlybuf4s50_1"
crit_fanout = 6
arrival_ns = 1.74
crit_start = "addr[2]"

[die]
pin_count = 21
fp_util = 0.1187
die_w_um = 80
die_h_um = 80
core_mm2 = 0.003416
num_rows = 21
die_area_mm2 = 0.006400

[drt]
wl_per_cell_um = 11.50
routed_wl_mm = 1.736
final_antenna_net_count = 0
drc_errors = 0
via_count = 644
first_pass_iters = 4
via_per_inst = 4.265
drt_iter0_markers = 24
n_antenna_cell = 0

[cells_and_area]
final_util = 0.2549
logic_area_um2 = 402.9
syn_to_final_growth_pct = 114.8
fillers = 366
layout-drive-gt1-share = 0.4095
flop_area_um2 = 0
clkbuf_count = 0
flops = 0

[yosys]
synth_area_per_cell_um2 = 6.051
synth_area_um2 = 405.4
syn-instance-count = 67
yosysChipArea_um2 = 405.4
yosys_warnings = 210
synth.distinct_cells = 32
ys_cells = 67
synth_seq_share = 0

[power]
leakagePower_nw = 0.3866
ir_drop_v = 0.00003807
p_per_area_mw_per_mm2 = 175.2

[placed_design]
dp_hpwl_mm = 1.269
gp_congestion = 0.8788
port_buffers = 19

[grt]
grt-ovfl-total = 0
grt_pass1_vias = 662
grtUsageMet2 = 0.08266
grt_max_degree = 10
grt_pass1_wl_mm = 3.049
grt_use_met3 = 0.01705
top_usage_layer = "met2"
met1_usage = 0.07581
antenna_found_initial = 0
grt_usage = 0.05472

[final_timing]
finalSetupViolCount = 0
holdWs_ns = 1.377
worst_pin_slew_ns = 0.3104
max_freq_mhz = 459.6
rsz0062_at_grt = "true"
final_max_slew_viol_count = 0
finalHoldViolCount = 0
relSlewSlack = 0.7912
fin_crit_ns = 2.176
fin_crit_sh = 0.9891

[hold_path]
hold_path_class = "primary input to output pin"
hold_path_depth = 4

[run]
maxCapViolCount = 0
tool_warnings = 30
[metal layers]
layer	part of all wire	routed length (um)	up-vias
met2	0.43	754	20
li1	-	-	327
met3	0.099	172	0
met5	0	0	-
met4	0	0	0
met1	0.47	809	297
[logic make-up (layout without fill, tap and decap cells)]
kind of cell	after synthesis	after routing	synth area share
and+or+nand+nor	26	26	0.3642
AOI/OAI and AO/OA	28	28	0.4476
buffers and inverters	10	48	0.1111
muxes	3	3	0.07716
[synth_stat cells (all sizes together)]
library cell,count,area (um^2)
a211oi,1,7.510
a21boi,2,15.01
a21o,1,7.510
a21oi,6,30.03
a22oi,1,7.510
a2bb2oi,1,8.760
a31oi,4,25.02
and3,1,6.260
buf,7,33.78
clkbuf,1,3.750
inv,2,7.510
mux2,1,11.26
mux2i,2,20.02
nand2,4,15.01
nand2b,3,18.77
nand3,1,5.000
nand3b,1,7.510
nor2,5,18.77
nor2b,2,12.51
nor3,1,5.000
nor3b,1,7.510
nor4,1,6.260
nor4b,2,17.52
o211ai,4,30.03
o21ai,4,20.02
o21bai,1,7.510
o22a,1,8.760
o22ai,1,6.260
o31ai,1,7.510
or2,1,8.760
or3,3,18.77
[report_power, final]
group          leakage [nW]  switching (mW)  internal [mW]
Combinational         0.387          0.0633         0.0893
Clock                     0               0              0
Sequential                0               0              0
[repair_timing]
action | in CTS | in global routing
hold buffers | 0 | 0
gates resized | 40 | 9
pin swaps | 4 | 4
setup endpoints to repair | 14 | 9
cloned | 2 | 0
buffers inserted | 3 | 0
[stage by stage]
stage	total power, mW	TNS (ns)	worst slack (ns)	std cells	instance area (um^2)
after detailed placement	0.1408	-5.009	-0.4694	146	780.7
after CTS	0.1550	0	0.002639	151	860.8
after global placement	0.1407	-4.909	-0.4584	146	780.7
after floorplan	0.05684	0	0.6526	67	405.4
final	0.1525	0	0.02402	151	870.8
after global routing	0.1681	-0.06186	-0.02166	151	870.8
[cell type report]
| type | count | share of cell area |
|---|---|---|
| multi-input combinational | 57 | 0.4626 |
| timing repair buffer | 46 | 0.4626 |
| tap | 46 | 0.06609 |
| inverter | 2 | 0.008621 |
[worst min-delay path by stage]
stage,from,end,slack (ns)
4_1_cts,addr[3],inp[10],1.53
5_1_grt,addr[4],inp[5],1.43
6_report,addr[4],inp[5],1.38
[cells in the final DEF, fill, tap and decap left out, drive strengths merged]
cell type / count
a2bb2oi: 1
nor2b: 2
or2: 1
dlymetal6s2s: 4
o21bai: 1
mux2: 1
nand3b: 1
buf: 31
o22a: 1
a21boi: 2
o211ai: 4
a21oi: 6
nor3: 1
clkdlybuf4s15: 1
nand3: 1
nor4: 1
nor4b: 2
nand2: 4
a211oi: 1
and3: 1
a31oi: 4
clkdlybuf4s50: 7
nor3b: 1
o31ai: 1
a21o: 1
nor2: 5
inv: 2
o22ai: 1
or3: 3
nand2b: 3
mux2i: 2
a22oi: 1
o21ai: 4
dlygate4sd2: 3
Power and IR drop assume default switching activity.

File: design/flow/config.mk
export PLATFORM = sky130hd
export DESIGN_NAME = nmul
export DESIGN_NICKNAME = nmul
export VERILOG_FILES = /design/flow/design.v
export SDC_FILE = /design/flow/constraint.sdc
export NUM_CORES = 4
export LEC_CHECK = 1
export CORE_UTILIZATION = 40
File: design/flow/constraint.sdc
current_design nmul

set clk_period 28.2
set clk_io_pct 0.2

create_clock -name clk0 -period $clk_period

set non_clock_inputs [all_inputs -no_clocks]
set_input_delay [expr $clk_period * $clk_io_pct] -clock clk0 $non_clock_inputs
set_output_delay [expr $clk_period * $clk_io_pct] -clock clk0 [all_outputs]
File: design/flow/design.v
module nmul #(parameter N = 32)
            (input logic [N-1:0] a,b,
            output logic [N*2-1:0] mul);
logic [N*2-1:0] temp;
always_comb
begin
    temp = 0;
    for(int i = 0; i < N; i++)
    begin
        temp += b[i]? a<<i : 0;
    end
    mul = temp;
end
endmodule
File: design/flow/run.sh
#!/bin/bash
# OpenROAD 26Q1-2900-gdf79404cd8, Yosys 0.63+post, stock flow scripts
make -C /OpenROAD-flow-scripts/flow DESIGN_CONFIG=/design/flow/config.mk WORK_HOME=/design/flow/orfs finish
==> flow_metrics.py <==
# Synthesis and PnR figures
metrics = {
    "grt": {
        "grt_usage": 0.256,
        "grt_pass1_vias": 25802,
        "antenna_found_initial": 0,
        "grt_max_degree": 33,
        "grt_pass1_wl_um": 148000,
        "grt_overflow": 0,
    },
    "synthesis": {
        "syn-instance-count": 3649,
        "yosysTopAreaCell": "fa_1",
        "yosysWarnings": 1,
        "yosys_cells": 3649,
        "ys_seq_frac": 0,
        "yosys.area.top_type_share": 0.556,
        "synth_area_per_cell_um2": 8.89,
        "synth_cell_type_count": 58,
        "area_leaders": "fa_1 56%, ha_1 9.9%, inv_1 9.9%",
        "syn_area_um2": 32400,
        "yosys_area_um2": 32400,
    },
    "drt": {
        "drt_wl_total_um": 93000,
        "drtAntennaViolNets": 0,
        "post-route-drc-count": 0,
        "vias_per_cell": 5.07,
        "wl_per_cell_um": 19.8,
        "vias": 23778,
        "firstDrtPassIters": 5,
        "drt-initial-drc-count": 897,
    },
    "worst_setup_path": {
        "worstPathMaxFanout": 32,
        "path_class": "in2out",
        "cp.required_ps": 22560,
        "cp-start-kind": "primary input",
        "cp-end-kind": "output port",
        "cp.arrival_ps": 14540,
    },
    "placed_design": {
        "port_buffers": 128,
        "gp_congestion": 0.888,
        "hpwl_um": 69000,
        "pre_cts_slack_ps": 8150,
        "dp_cells": 4688,
    },
    "cells_and_area": {
        "fillCellCount": 7974,
        "area_delta_synth_final_pct": 7.00,
        "final-comb-area_um2": 28400,
        "clkbuf_count": 0,
        "flop-count": 0,
        "drive_above_1_share": 0.0212,
        "flop_area_um2": 0,
        "finalNonFillerCells": 4689,
    },
    "timing": {
        "whs_ps": 12530,
        "fin_crit_ps": 20180,
        "fmax_mhz": 49.6,
        "setup_slack_ps": 8020,
        "rsz0062_at_grt": "no",
        "finalHoldViolations": 0,
        "tightest_slew_ps": 797,
        "finalSetupViolCount": 0,
        "final_max_slew_viol_count": 0,
        "period_used_share": 0.716,
        "fin_setup_tns_ps": 0,
        "slew_headroom": 0.467,
    },
    "clock_tree": {
        "post_cts_buffers": 0,
        "cts_resized": 0,
        "hold_buffers": 0,
    },
    "die": {
        "die_w_um": 287,
        "fp_util": 0.404,
        "die_y_um": 287,
        "io_pins": 128,
        "row_count": 104,
        "dieArea_um2": 82300,
        "core_um2": 80400,
    },
    "hold_path": {
        "hold_path_class": "in2out",
    },
    "run": {
        "warnings": 32,
        "drv_cap": 0,
    },
    "outcome": {
        "status": "complete, no violations",
    },
}
[stage by stage]
step | instance area, um^2 | utilization
after global routing | 34700 | 0.432
after detailed placement | 34700 | 0.432
after global placement | 34700 | 0.432
after CTS | 34700 | 0.432
after floorplan | 32400 | -
final | 34700 | 0.432
[logic make-up (layout without fill, tap and decap cells)]
logic type	count (synthesis)	count (layout)	share of synthesized area
other	0	1	0
buffers and inverters	1074	1053	0.125
AND/OR/NAND/NOR	1161	1161	0.163
AND-OR/OR-AND	199	199	0.0406
XOR/XNOR	54	54	0.0146
adder cells (fa/ha/maj)	1159	1159	0.656
multiplexers	2	2	0.000617
[placed cells by master, fill, tap and decap left out, drive strengths merged, types with 3 or more instances in the layout]
cell type        n
nand3           12
nor2b            3
nor3             7
xor2            20
inv            856
fa             902
and4             3
clkdlybuf4s50  128
o21ai           33
nor2            32
and3            12
a21oi           55
o211ai           3
o21bai          10
and2           318
a41oi            3
nor4             3
buf             68
a211oi           8
nand2b           5
a31oi           14
or2              3
a221oi           4
a311oi           5
xnor2           34
a21o            38
nand4            7
ha             257
o31ai            5
nand2          752
a211o            4
[final timing paths]
path | slack (ps) | start | depth (start not counted) | to
max | 8020 | a[5] | 27 | mul[60]
min | 12530 | b[0] | 4 | mul[0]
[metal layers]
layer / up-vias / track usage / part of all wire
met1: 12061 / 0.325 / 0.36
met3: 129 / 0.138 / 0.13
met2: 1115 / 0.401 / 0.49
li1: 10471 / - / -
met4: 2 / 0.0481 / 0.024
met5: - / 0.00640 / 0.00047
[area by class of cell]
type / instances / area share
repair buffers: 196 / 0.0516
well taps: 1060 / 0.0382
multi-input cells: 2575 / 0.817
diodes: 1 / 0.0000721
inverters: 857 / 0.0927
[critical path: stages]
cell and delay (ps):
clkdlybuf4s50_1 460, buf_4 480, nand2_1 160, fa_1 550, inv_1 40, fa_1 480
fa_1 540, inv_1 50, fa_1 490, inv_1 50, fa_1 550, inv_1 50
fa_1 510, inv_1 60, fa_1 430, ha_1 280, ha_1 390, a21oi_1 250
o21ai_1 110, a211oi_1 420, a2bb2oi_1 720, a211oi_1 310, nor3_2 410, o21ai_2 140
a311oi_2 280, xnor2_1 160, clkdlybuf4s50_1 490
[Yosys cell counts, types with 3 or more instances]
cell type and number:
fa_1 902, inv_1 856, nand2_1 752, and2_1 318, ha_1 257, clkbuf_1 210, a21oi_1 55, a21o_1 36
xnor2_1 34, nor2_1 32, xor2_1 20, o21ai_1 17, o21ai_0 15, a31oi_1 14, and3_1 12, nand3_1 12
o21bai_1 9, a211oi_1 8, nand4_1 7, nor3_1 6, nand2b_1 5, o31ai_1 5, a211o_1 4, a221oi_1 4
a311oi_1 4, a41oi_1 3, and4_1 3, buf_4 3, buf_6 3, nor2b_1 3, nor4_1 3

==> flow/design.v <==
module riscv_core(addr, mem_addr, ddatin, ddatout, rw, en, din, clk, rst, trap);
output reg [31:0] addr;
output reg [31:0] mem_addr;
input [31:0] ddatin;
output reg [31:0] ddatout;
output reg rw;
output reg en;
input [31:0] din;
input clk;
input rst;
output reg trap;
wire [6:0] opcode;
reg [31:0] r[0:31];
reg [31:0] temp;
reg [20:0] adcalc;
reg [13:0] badcalc;
reg [1:0] wait1;
assign opcode = din[6:0];
always @(posedge clk, negedge rst )
begin
    if(!rst)
    begin
        addr <= 32'h1f;
        mem_addr <= 32'b0;
        ddatout <= 32'b0;
        rw <= 0;
        en <= 0;
        trap <= 0;
        r[31] <= 32'b0;r[30] <= 32'b0;r[29] <= 32'b0;r[28] <= 32'b0;r[27] <= 32'b0;r[26] <= 32'b0;r[25] <= 32'b0;r[24] <= 32'b0;
        r[23] <= 32'b0;r[22] <= 32'b0;r[21] <= 32'b0;r[20] <= 32'b0;r[19] <= 32'b0;r[18] <= 32'b0;r[17] <= 32'b0;r[16] <= 32'b0;
        r[15] <= 32'b0;r[14] <= 32'b0;r[13] <= 32'b0;r[12] <= 32'b0;r[11] <= 32'b0;r[10] <= 32'b0;r[9] <= 32'b0;r[8] <= 32'b0;
        r[7] <= 32'b0;r[6] <= 32'b0;r[5] <= 32'b0;r[4] <= 32'b0;r[3] <= 32'b0;r[2] <= 32'b0;r[1] <= 32'b0;r[0] <= 32'b0;
        temp <= 32'b0;
        wait1 <= 0;
    end
    else if (wait1 > 0)
        wait1 <= wait1 - 1;
    else
    begin
    trap <=0;
    rw <= 0;
    en <= 0;
    if (opcode == 7'b0010011) begin
        addr <= addr + 1'b1;
        case (din[14:12])
            3'b000: begin
                    if (din[31]) begin
                r[din[11:7]] <= r[din[19:15]] - 32'h00001000 + {20'b0, din[31:20]};
            end
            else
                r[din[11:7]] <= r[din[19:15]] + {20'b0, din[31:20]};
            end
            3'b010: begin
                    r[din[11:7]] <= r[din[19:15]] < $signed({20'hFFFFF, din[31:20]}) ? 1:0;
                    end
            3'b011: begin
                    r[din[11:7]] <= r[din[19:15]] < ({20'hFFFFF, din[31:20]}) ? 1:0;
                    end
            3'b100: begin
                    r[din[11:7]] <= r[din[19:15]] ^ {20'b0, din[31:20]};
                    end
            3'b110: begin
                    r[din[11:7]] <= r[din[19:15]] | {20'b0, din[31:20]};
                    end
            3'b111: begin
                    r[din[11:7]] <= r[din[19:15]] & {20'b0, din[31:20]};
                    end
            3'b001: begin
                    case (din[31:25])
                    7'b0000000: r[din[11:7]] <= r[din[19:15]] << din[31:20];
                    default: trap <=1;
                endcase
            end
            3'b101: begin
                    case (din[31:25])
                    7'b0000000: r[din[11:7]] <= r[din[19:15]] >> din[31:20];
                    7'b0100000: r[din[11:7]] <= r[din[19:15]] >>> din[31:20];
                    default: trap <=1;
                endcase
            end
        endcase
    end
    else if (opcode == 7'b0110011) begin
        addr <= addr + 1;
        case ({din[14:12],din[31:25]})
            10'b0000000000: begin
                            r[din[11:7]] <= r[din[19:15]] + r[{din[24:20]}];
                            end
            10'b0000100000: begin
                            r[din[11:7]] <= r[din[19:15]] - r[din[24:20]];
                            end
            10'b0010000000: begin
                            r[din[11:7]] <= r[din[19:15]] << r[din[24:20]];
                            end
            10'b0100000000: begin
                            r[din[11:7]] <= r[din[19:15]] < (r[din[24:20]]) ?1:0;
                            end
            10'b0110000000: begin
                            r[din[11:7]] <= r[din[19:15]] < $signed(r[din[24:20]]) ?1:0;
                            end
            10'b1000000000: begin
                            r[din[11:7]] <= r[din[19:15]] ^ r[din[24:20]];
                            end
            10'b1010000000: begin
                            r[din[11:7]] <= r[din[19:15]] >> r[din[24:20]];
                            end
            10'b1010100000: begin
                            r[din[11:7]] <= r[din[19:15]] >>> r[din[24:20]];
                            end
            10'b1100000000: begin
                            r[din[11:7]] <= r[din[19:15]] | r[din[24:20]];
                            end
            10'b1110000000: begin
                            r[din[11:7]] <= r[din[19:15]] & r[din[24:20]];
                            end
            default: trap <=1;
        endcase
    end
    else if (opcode == 7'b0000011) begin
        wait1 <= 2;
        addr <= addr + 1;
        case (din[14:12])
            3'b000: begin
                        mem_addr <= r[din[19:15]] + {20'b0, din[31:20]};
                        rw <= 0;
                        en <= 1;
                        r[din[11:7]] <= (mem_addr[1:0] == 2'b00)?{{24{ddatin[7]}},{ddatin[7:0]}}:
                        (mem_addr[1:0] == 2'b01)?{{24{ddatin[15]}},{ddatin[15:8]}}:
                        (mem_addr[1:0] == 2'b10)?{{24{ddatin[23]}},{ddatin[23:16]}}:
                        {{24{ddatin[31]}},{ddatin[31:24]}};
                    end
            3'b001: begin
                        mem_addr <= r[din[19:15]] + {20'b0, din[31:20]};
                        if (mem_addr[0] == 1'b0) begin
                            rw <= 0;
                            en <= 1;
                            r[din[11:7]] <= (mem_addr[1] == 1'b0)?{{16{ddatin[15]}},{ddatin[15:0]}}:{{16{ddatin[31]}},{ddatin[31:16]}};
                        end
                        else
                            trap <=1;
                    end
            3'b010: begin
                        mem_addr <= r[din[19:15]] + {20'b0, din[31:20]};
                        if (mem_addr[1:0] == 2'b00) begin
                            rw <= 0;
                            en <= 1;
                            r[din[11:7]] <= ddatin;
                        end
                        else
                            trap <=1;
                    end
            3'b100: begin
                        mem_addr <= r[din[19:15]] + {20'b0, din[31:20]};
                        rw <= 0;
                        en <= 1;
                        r[din[11:7]] <= (mem_addr[1:0] == 2'b00)?{24'b0,ddatin[7:0]}:
                        (mem_addr[1:0] == 2'b01)?{24'b0,ddatin[15:8]}:
                        (mem_addr[1:0] == 2'b10)?{24'b0,ddatin[23:16]}:
                        {24'b0,ddatin[31:24]};
                    end
            3'b101: begin
                        mem_addr <= r[din[19:15]] + {20'b0, din[31:20]};
                        if (mem_addr[1:0] == 1'b0) begin
                            rw <= 0;
                            en <= 1;
                            r[din[11:7]] <= (mem_addr[1] == 1'b0)?{16'b0,ddatin[15:0]}:{16'b0,ddatin[31:16]};
                        end
                        else
                            trap <=1;
                    end
            default: trap <=1;
        endcase
    end
    else if (opcode == 7'b0100011) begin
        wait1 <= 1;
        case (din[14:12])
            3'b000: begin
                    mem_addr <= r[din[19:15]] + {20'b0, din[31:25], din[11:7]};
                    rw <= 1;
                    en <= 1;
                    ddatout <= (mem_addr[1:0] == 2'b00)?{ddatin[31:8], r[din[24:20]][7:0]}:
                    (mem_addr[1:0] == 2'b01)?{ddatin[31:16], r[din[24:20]][7:0], ddatin[7:0]}:
                    (mem_addr[1:0] == 2'b10)?{ddatin[31:24], r[din[24:20]][7:0], ddatin[15:0]}:
                    {r[din[24:20]][7:0], ddatin[23:0]};
                    end
            3'b001: begin
                        mem_addr <= r[din[19:15]] + {20'b0, din[31:25], din[11:7]};
                        if (mem_addr[0] == 1'b0) begin
                            rw <= 1;
                            en <= 1;
                            ddatout <= (mem_addr[1] == 1'b0)?{ddatin[31:16], r[din[24:20]][15:0]}:{r[din[24:20]][15:0], ddatin[31:16]};
                        end
                        else
                            trap <=1;
                    end
            3'b010: begin
                        mem_addr <= r[din[19:15]] + {20'b0, din[31:25], din[11:7]};
                        if (mem_addr[1:0] == 2'b00) begin
                            rw <= 1;
                            en <= 1;
                            ddatout <= r[din[24:20]];
                        end
                        else
                            trap <=1;
                    end
            default: trap <=1;
        endcase
        addr <= addr + 1;
    end
    else if (opcode == 7'b0110111) begin
        r[din[11:7]][31:12] <= din[31:12];
        addr <= addr + 1;
    end
    else if (opcode == 7'b0010111) begin
        r[din[11:7]] <= addr + {din[31:12],12'b0};
        addr <= addr + 1;
    end
    else if (opcode == 7'b1100011) begin
        wait1 <= 1;
        badcalc =  {din[31], din[7], din[30:25], din[11:8], 1'b0};
        if (din[31]) begin
            badcalc =  badcalc - 1;
            badcalc =  ~badcalc;
        end
        case (din[14:12])
            3'b000: begin
                        if ( $signed(r[din[19:15]]) == $signed(r[din[24:20]])) begin
                            case(din[31])
                            1'b0: addr <= addr + (badcalc)/4;
                            1'b1: addr <= addr - (badcalc)/4;
                            endcase
                        end
                    end
            3'b001: begin
                        if ( $signed(r[din[19:15]]) != $signed(r[din[24:20]])) begin
                            case(din[31])
                            1'b0: addr <= addr + (badcalc)/4;
                            1'b1: addr <= addr - (badcalc)/4;
                            endcase
                        end
                    end
            3'b100: begin
                        if ( $signed(r[din[19:15]]) < $signed(r[din[24:20]])) begin
                            case(din[31])
                            1'b0: addr <= addr + (badcalc)/4;
                            1'b1: addr <= addr - (badcalc)/4;
                            endcase
                        end
                    end
            3'b101: begin
                        if ( $signed(r[din[19:15]]) >= $signed(r[din[24:20]])) begin
                            case(din[31])
                            1'b0: addr <= addr + (badcalc)/4;
                            1'b1: addr <= addr - (badcalc)/4;
                            endcase
                        end
                    end
            3'b110: begin
                        if ( r[din[19:15]] < r[din[24:20]]) begin
                            case(din[31])
                            1'b0: addr <= addr + (badcalc)/4;
                            1'b1: addr <= addr - (badcalc)/4;
                            endcase
                        end
                    end
            3'b111: begin
                        if ( r[din[19:15]] >= r[din[24:20]])
                        begin
                            case(din[31])
                            1'b0: addr <= addr + (badcalc)/4;
                            1'b1: addr <= addr - (badcalc)/4;
                            endcase
                        end
                    end
            default: trap <=1;
        endcase
    end
    else if (opcode == 7'b1101111) begin
        wait1 <= 1;
        r[din[11:7]] <= addr + 1;
        adcalc =  {din[31], din[19:12], din[20], din[30:21], 1'b0};
        case (din[31])
        1'b0: addr <= addr + adcalc/4;
        1'b1: begin
              adcalc =  adcalc - 1;
              adcalc =  ~adcalc;
              addr <= addr - adcalc/4;
              end
        endcase
    end
    else if (opcode == 7'b1100111) begin
        wait1 <= 1;
        r[din[11:7]] <= addr + 1;
        adcalc =  {din[31], din[19:12], din[20], din[30:21], 1'b0};
        case (din[31])
        1'b0: addr <= r[din[19:15]]>>2 + adcalc>>2;
        1'b1: begin
              adcalc =  adcalc - 1;
              adcalc =  ~adcalc;
              addr <= r[din[19:15]]>>2 - adcalc>>2;
              end
        endcase
    end
    else
        trap <=1;
    end
end
endmodule
==> flow/run.sh <==
#!/bin/bash
# OpenROAD 26Q1-2900-gdf79404cd8, Yosys 0.63+post, stock flow scripts
make -C /OpenROAD-flow-scripts/flow DESIGN_CONFIG=/design/flow/config.mk WORK_HOME=/design/flow/orfs finish
==> flow/config.mk <==
export PLATFORM = sky130hd
export DESIGN_NAME = riscv_core
export DESIGN_NICKNAME = riscv_core
export VERILOG_FILES = /design/flow/design.v
export SDC_FILE = /design/flow/constraint.sdc
export NUM_CORES = 4
export LEC_CHECK = 1
export CORE_UTILIZATION = 40
==> flow/constraint.sdc <==
current_design riscv_core

set clk_period 11.0
set clk_io_pct 0.2

create_clock -name clk0 -period $clk_period [get_ports {clk}]

set non_clock_inputs [all_inputs -no_clocks]
set_input_delay [expr $clk_period * $clk_io_pct] -clock clk0 $non_clock_inputs
set_output_delay [expr $clk_period * $clk_io_pct] -clock clk0 [all_outputs]
==> flow_summary_export.csv <==
group,metric,value,unit
clocking,postCtsSetupBuffers,0,
final_timing,finalCritPeriodShare,0.997,
floorplan,fp_util,0.403,
yosys,top_area_cell,"dfrtp_1",
critical_path,cpMaxStageDelayCell,"nor2_2",
flow_run,tool_warnings,146,
route,drtPass1Iterations,13,
final_timing,rsz0062_at_grt,"no",
critical_path,crit_buf_inv,5,
critical_path,critPathKind,"in -> reg",
critical_path,cp_common_cell,"buf_4",
grt,grt_max_degree,126,
final_timing,drv_slew,0,
yosys,netlist_instances,10105,
place,pre_cts_slack,0.0280,ns
place,place.gp.congestion,1.22,
floorplan,rows,166,
floorplan,die_area,208000,µm²
route,wire_per_inst,47.1,µm
yosys,synth_top_area_share,0.339,
route,drt-initial-drc-count,15436,
pwr,powerDensity,141,nW/µm²
place,dp_hpwl,438000,µm
final_timing,worstMarginPinSlew,1.40,ns
clocking,htreeDepth,4,
yosys,netlist_top_cells_area,"dfrtp_1 (34%), o21ai_0 (6.1%), nand2_1 (5.4%), a22oi_1 (4.4%), a21oi_1 (4.3%)",
grt,grt_pass1_wl,823000,µm
yosys,synthArstFlopShare,1.00,
cells_and_area,final_area,95400,µm²
place,io_buffers,164,
route,vias,99435,
clocking,clk_latency,0.86,ns
critical_path,path_max_fanout,32,
cells_and_area,post-route-util,0.466,
grt,grt_use_total,0.602,
status,status,"complete, no violations",
clocking,post_cts_resized,0,
yosys,postSynthSeqShare,0.341,
yosys,synthFlopType,"dfrtp_1",
critical_path,cp-start-kind,"input pin",
yosys,syn-cell-area,82700,µm²
place,placedCellCount,12768,
final_timing,slew_headroom,0.0626,
clocking,cts.clk_slew.worst_paths,0.06,ns
yosys,synth.yosys.warnings,2,
critical_path,critical-path-top-delay-family,"simple AND/OR/NAND/NOR gates",
route,ant_nets,0,
final_timing,finalSetupViolCount,0,
route,wirelength,619000,µm
yosys,synth.most_common_cell,"nand2_1",
floorplan,die_h,457,µm
final_timing,max_freq,0.0912,GHz
cells_and_area,final_layout_size_suffix_gt1_frac,0.141,
yosys,synth_cell_types,111,
critical_path,max_stage_delay,1.25,ns
critical_path,end_kind,"flip-flop",
route,drc,0,
floorplan,coreArea,205000,µm²
min_path,hp-class,"reg -> reg",
floorplan,die_width,457,µm
final_timing,skew,0.0567,ns
yosys,ys_cells,10105,
place,place_area,90500,µm²
cells_and_area,fin_cells,13126,
cells_and_area,area_delta_synth_final,15.5,%
yosys,yosys_area,82700,µm²
route,vias_per_cell,7.58,
yosys,ys_ff,1125,
grt,grt_antenna_before_repair,98,
clocking,cts_root_buffer,"clkbuf_16",
critical_path,critPathRequiredTime,11.74,ns
clocking,cts_tree,"yes",
pwr,power.total,13.4,mW
floorplan,io_pins,165,
grt,grt_pass1_vias,92317,
clocking,cts_num_sinks,1125,
flow_run,maxCapViolCount,0,
final_timing,fin_crit,10.97,ns
yosys,synth.avg_cell_area,8.18,µm²
pwr,ir_drop,188,µV
final_timing,tns,0,ns
final_timing,setup_ws,0.0312,ns
final_timing,hold_violations,0,
final_timing,hold-worst-slack,0.472,ns
clocking,cts.hold.buffers_added,0,
yosys,top_cells_by_count,"nand2_1 (1188), dfrtp_1 (1120), o21ai_0 (1003), nor2_1 (727), a21oi_1 (715)",
yosys,edf_count,0,
pwr,p_leak,40.3,nW
critical_path,worstPathArrival,11.71,ns
grt,grt.overflow.total,0,
clocking,clk_path_buf_depth,3,
clocking,numCtsBuffers,135,
==> state kept, by name, summed over array words and instances (netlist names) <==
register	cells
r	1024
wait1	2
addr	32
rw	1
en	1
ddatout	32
trap	1
mem_addr	32
==> layout by cell type (no fill, tap or decap), types with 54 or more instances in the layout <==
cell,n
xnor2_1,144
nand2b_1,58
nor3_1,147
or3_1,64
ha_1,225
nor4_1,74
buf_4,690
a2111oi_0,78
dfrtp_1,1119
and3_1,201
xor2_1,55
and2_1,64
nor2_1,684
nand2_1,1157
nand4_1,140
a22oi_1,487
o21ai_1,104
clkbuf_16,137
o21ai_0,999
nand3_1,356
a21o_1,67
o211ai_1,119
inv_1,161
o22ai_1,138
o221ai_1,54
a21oi_1,707
mux2i_1,284
diode_2,114
mux2_2,203
a211oi_1,64
clkdlybuf4s50_1,151
a31oi_1,69
a221oi_1,68
==> worst reg2reg max path, delay by kind of cell (launching register included) <==
family	cells	cell delay, ns
AND-OR/OR-AND	14	4.29
AND/OR/NAND/NOR	5	1.40
multiplexers	1	0.72
adder cells (fa/ha/maj)	1	0.47
buffers and inverters	2	0.46
flip-flops	1	0.43
==> cell type report <==
class | count | area, µm²
inverters | 183 | 687
flip-flops and latches | 1125 | 28200
repair buffers | 894 | 7640
fillers | 19435 | 110000
clock inverters | 64 | 933
well taps | 2688 | 3360
clock buffers | 179 | 3750
multi-input cells | 7879 | 50600
diodes | 114 | 285
==> where the power goes <==
| group | total, mW | internal (mW) | switching, mW |
|---|---|---|---|
| logic | 3.84 | 1.12 | 2.72 |
| registers | 4.72 | 4.38 | 0.343 |
| clock network | 4.88 | 2.77 | 2.11 |
==> path summary, 6_finish.rpt <==
kind                           from  cells after the start         to  slack (ns)
setup / recovery            din[17]                     27  r[18][20]        0.03
hold / removal             wait1[0]                      1   wait1[0]        0.47
setup reg to reg           r[15][8]                     23  r[12][31]        3.08
hold reg to reg            wait1[0]                      1   wait1[0]        0.47
max in group asynchronous       rst                      4  r[29][21]        6.86
min in group asynchronous       rst                      1   addr[15]        1.32
==> per-layer routing <==
layer / GRT usage / vias to the layer above / wire (µm)
met3: 0.401 / 3753 / 104000
met5: 0.111 / - / 2280
li1: - / 38105 / -
met4: 0.571 / 87 / 79100
met1: 0.653 / 47310 / 199000
met2: 0.764 / 10180 / 234000
==> logic make-up after synthesis <==
| kind of cell | count (synthesis) | synth area share |
|---|---|---|
| AOI/OAI and AO/OA | 3542 | 0.276 |
| and+or+nand+nor | 3357 | 0.195 |
| DFF | 1125 | 0.341 |
| buffers and inverters | 1101 | 0.0576 |
| muxes | 545 | 0.0734 |
| adders and majority gates | 236 | 0.0364 |
| xor gates and xnor gates | 199 | 0.0211 |
No activity file was given, so power comes from the tool's default toggle rates.

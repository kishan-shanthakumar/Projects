--- /design/flow/design.v ---
`timescale 1ns / 1ps
module ham80_64(inp,outp);
input [79:0] inp;
output reg [15:0] outp;
reg [15:0] hmat[79:0];
reg [15:0] o;
integer temp;
integer i;
integer j;
initial begin
hmat[0] = 16'b0110000010010111;
hmat[1] = 16'b1111011010111101;
hmat[2] = 16'b1011110110101000;
hmat[3] = 16'b0101111011010100;
hmat[4] = 16'b0010111101101010;
hmat[5] = 16'b0001011110110101;
hmat[6] = 16'b1100110100101100;
hmat[7] = 16'b0110011010010110;
hmat[8] = 16'b0011001101001011;
hmat[9] = 16'b1101111101010011;
hmat[10] = 16'b1010100101011111;
hmat[11] = 16'b1001001001011001;
hmat[12] = 16'b1000111111011010;
hmat[13] = 16'b0100011111101101;
hmat[14] = 16'b1110010100000000;
hmat[15] = 16'b0111001010000000;
hmat[16] = 16'b0011100101000000;
hmat[17] = 16'b0001110010100000;
hmat[18] = 16'b0000111001010000;
hmat[19] = 16'b0000011100101000;
hmat[20] = 16'b0000001110010100;
hmat[21] = 16'b0000000111001010;
hmat[22] = 16'b0000000011100101;
hmat[23] = 16'b1100011010000100;
hmat[24] = 16'b0110001101000010;
hmat[25] = 16'b0011000110100001;
hmat[26] = 16'b1101111000100110;
hmat[27] = 16'b0110111100010011;
hmat[28] = 16'b1111000101111111;
hmat[29] = 16'b1011111001001001;
hmat[30] = 16'b1001100111010010;
hmat[31] = 16'b0100110011101001;
hmat[32] = 16'b1110000010000010;
hmat[33] = 16'b0111000001000001;
hmat[34] = 16'b1111111011010110;
hmat[35] = 16'b0111111101101011;
hmat[36] = 16'b1111100101000011;
hmat[37] = 16'b1011101001010111;
hmat[38] = 16'b1001101111011101;
hmat[39] = 16'b1000101100011000;
hmat[40] = 16'b0100010110001100;
hmat[41] = 16'b0010001011000110;
hmat[42] = 16'b0001000101100011;
hmat[43] = 16'b1100111001000111;
hmat[44] = 16'b1010000111010101;
hmat[45] = 16'b1001011000011100;
hmat[46] = 16'b0100101100001110;
hmat[47] = 16'b0010010110000111;
hmat[48] = 16'b1101010000110101;
hmat[49] = 16'b1010110011101100;
hmat[50] = 16'b0101011001110110;
hmat[51] = 16'b0010101100111011;
hmat[52] = 16'b1101001101101011;
hmat[53] = 16'b1010111101000011;
hmat[54] = 16'b1001000101010111;
hmat[55] = 16'b1000111001011101;
hmat[56] = 16'b1000000111011000;
hmat[57] = 16'b0100000011101100;
hmat[58] = 16'b0010000001110110;
hmat[59] = 16'b0001000000111011;
hmat[60] = 16'b1100111011101011;
hmat[61] = 16'b1010000110000011;
hmat[62] = 16'b1001011000110111;
hmat[63] = 16'b1000110111101101;
hmat[64] = 16'b1000000000000000;
hmat[65] = 16'b0100000000000000;
hmat[66] = 16'b0010000000000000;
hmat[67] = 16'b0001000000000000;
hmat[68] = 16'b0000100000000000;
hmat[69] = 16'b0000010000000000;
hmat[70] = 16'b0000001000000000;
hmat[71] = 16'b0000000100000000;
hmat[72] = 16'b0000000010000000;
hmat[73] = 16'b0000000001000000;
hmat[74] = 16'b0000000000100000;
hmat[75] = 16'b0000000000010000;
hmat[76] = 16'b0000000000001000;
hmat[77] = 16'b0000000000000100;
hmat[78] = 16'b0000000000000010;
hmat[79] = 16'b0000000000000001;
end
always @(*)
begin
    for(i = 0; i < 16; i = i + 1)
    begin
        temp = 0;
        for(j = 0; j < 80; j = j + 1)
        begin
            temp = temp ^ (hmat[j][15-i] & inp[79-j]);
        end
        o[15-i] = temp;
    end
    outp = o;
end
endmodule
--- /design/flow/run.sh ---
#!/bin/bash
# OpenROAD 26Q1-2900-gdf79404cd8, Yosys 0.63+post, stock flow scripts
make -C /OpenROAD-flow-scripts/flow DESIGN_CONFIG=/design/flow/config.mk WORK_HOME=/design/flow/orfs finish
--- /design/flow/config.mk ---
export PLATFORM = sky130hd
export DESIGN_NAME = ham80_64
export DESIGN_NICKNAME = ham80_64
export VERILOG_FILES = /design/flow/design.v
export SDC_FILE = /design/flow/constraint.sdc
export NUM_CORES = 4
export LEC_CHECK = 1
export CORE_UTILIZATION = 40
--- /design/flow/constraint.sdc ---
current_design ham80_64

set clk_period 3.7
set clk_io_pct 0.2

create_clock -name clk0 -period $clk_period

set non_clock_inputs [all_inputs -no_clocks]
set_input_delay [expr $clk_period * $clk_io_pct] -clock clk0 $non_clock_inputs
set_output_delay [expr $clk_period * $clk_io_pct] -clock clk0 [all_outputs]
==> results.toml <==
# yosys + openroad results
[status]
status = "finished clean"

[final_layout]
fin_util = 0.8371
regArea_um2 = 0
area_growth_pct = 102.9
fillers = 347
flop-count = 0
postLayoutCellArea_mm2 = 0.004956
clkbuf_count = 0
drive_above_1_share = 0.4687

[placed_design]
dpl_cell_area_mm2 = 0.004218
gp_congestion = 0.9379
hpwlAfterDp_um = 7022
io_buffers = 96

[power_and_ir_drop]
p_sw_mw = 0.7812
power.internal_mw = 1.613
switching_share = 0.3263
seq_power_share = 0
p_comb_frac = 1.000
clkPwrFrac = 0
finalPower_mw = 2.394
p_leak_nw = 2.452
ir_worst_vdd_v = 0.0004549
power_density_mw_per_mm2 = 483.1

[floorplan]
io_pins = 96
die_h_um = 80.14
die_x_um = 80.14
dieArea_mm2 = 0.006422
core_region_area_mm2 = 0.005921
fp-row-count = 28
fp-utilization = 0.4125

[final_timing]
finalCriticalPeriod_ns = 3.662
worstMarginPinSlew_ns = 0.4147
period_used_share = 0.9898
timing.hold.ws_ns = 2.255
setup_viol = 0
drv_slew = 0
hold_viol = 0
setup_tns_ns = 0
slew_headroom = 0.7216
fmax_ghz = 0.2731

[detailed_routing]
ant_nets = 0
routed_via_density = 4.439
first_iter_violations = 62
drt_wl_total_um = 8801
drt_first_pass_iters = 4
routedWlPerCell_um = 17.39
via_count = 2246
antenna_cells = 0
drc = 0

[critical_path]
critPathRequiredTime_ns = 2.96
crit_fanout = 2
critical_path_class = "primary input to output pin"
critPathCaptureType = "output pin"
critPathLaunchType = "primary input"
worstPathArrival_ns = 2.92

[run]
warnings = 34
drv_cap = 0

[grt]
antenna_found_initial = 0
grt_overflow_total = 0
track_usage = 0.2873
grt_pass1_wl_um = 12430
grt_max_degree = 5
first_global_vias = 2270

[clock_network]
postCtsHoldBufs = 0

[synth]
synth.cell_area_mm2 = 0.002442
yosys_cells = 223
synth_cell_types = 9
ys_seq_frac = 0
synthCells = 223
avgSynthCellArea_um2 = 10.95
yosys_warnings = 1
synth_chip_area_mm2 = 0.002442

[hold_path]
hold_path.class = "primary input to output pin"
layout make-up:
cell class / instances / area [µm²] / area share
Multi-Input combinational cell: 221 / 3068 / 0.6190
Tap cell: 75 / 93.84 / 0.01893
Timing Repair Buffer: 210 / 1794 / 0.3620
worst max-delay path: stages:
cell             delay, ns
clkdlybuf4s50_1       0.49
xnor2_1               0.33
xnor2_1               0.20
xnor3_1               0.35
xnor2_1               0.19
xnor2_1               0.15
clkdlybuf4s50_1       0.48
metrics by stage:
| step | setup slack (ns) | std cells |
|---|---|---|
| 2_1_floorplan | 0.6583 | 223 |
| 3_3_place_gp | -0.4137 | 490 |
| 3_5_place_dp | -0.4208 | 490 |
| 4_1_cts | -0.07649 | 505 |
| 5_1_grt | -0.02364 | 506 |
| 6_report | 0.03791 | 506 |
layout by cell type (no fill, tap or decap):
cell,instances
buf_4,109
buf_6,6
clkbuf_2,8
clkdlybuf4s15_1,2
clkdlybuf4s15_2,1
clkdlybuf4s50_1,36
dlygate4sd2_1,33
dlymetal6s2s_1,15
xnor2_1,94
xnor2_2,47
xnor2_4,10
xnor3_1,24
xnor3_2,3
xnor3_4,2
xor2_1,23
xor2_2,13
xor2_4,2
xor3_1,2
xor3_2,1
logic make-up after synthesis:
group and synth area share:
xor+xnor 0.9939, buf+inv 0.006146
power groups by stage:
stage,clock (mW),combinational (mW),sequential (mW)
finish,0,2.39,0
global route,0,2.55,0
CTS,0,2.28,0
synthesized netlist by cell type:
library cell / number / area [µm²]
xnor2_1: 147 / 1287
xnor2_2: 4 / 65.06
xor2_2: 1 / 16.27
xnor3_1: 25 / 563.0
buf_4: 2 / 15.01
xor3_1: 3 / 71.32
xor2_1: 37 / 324.1
xnor3_4: 2 / 52.55
xnor3_2: 2 / 47.55
worst paths after layout:
kind,startpoint,to,slack (ns),depth (start not counted)
hold / removal,inp[66],outp[10],2.26,5
setup / recovery,inp[37],outp[8],0.04,7
layer usage:
layer  up-vias  track usage  wire (µm)
met5         -            0          0
met4         0            0          0
met3         0      0.01153        333
met2        59       0.4863       4290
met1      1078       0.4497       4177
li1       1109            -          -
repair_timing:
| action | CTS | global route |
|---|---|---|
| endpoints found under the setup margin | 16 | 16 |
| pin swaps | 43 | 33 |
| gates resized | 108 | 63 |
| setup buffers | 15 | 1 |
| hold endpoints to repair | 0 | 0 |
Power and IR drop assume default switching activity.
